[design/flow/config.mk]
export PLATFORM = sky130hd
export DESIGN_NAME = RNG_CTRL
export DESIGN_NICKNAME = RNG_CTRL
export VERILOG_FILES = /design/flow/design.v
export SDC_FILE = /design/flow/constraint.sdc
export NUM_CORES = 4
export LEC_CHECK = 1
export CORE_UTILIZATION = 30
export SYNTH_MEMORY_MAX_BITS = 65536
[design/flow/constraint.sdc]
current_design RNG_CTRL

set clk_period 70.4
set clk_io_pct 0.2

create_clock -name clk0 -period $clk_period [get_ports {CLK}]

set non_clock_inputs [all_inputs -no_clocks]
set_input_delay [expr $clk_period * $clk_io_pct] -clock clk0 $non_clock_inputs
set_output_delay [expr $clk_period * $clk_io_pct] -clock clk0 [all_outputs]
[design/flow/design.v]
module RNG_CTRL (
    input  logic         CLK, RST_X,
    input  logic [15: 0] DATA_IN,
    input  logic         DATA_RE,
    output logic [32: 0] DATA_OUT,
    output logic         DATA_WE,
    input  logic         FIFO_FULL,
    input  logic         GO,
    input  logic         STOP,
    output logic         RUN,
    output logic         OVER,
    input  logic [31: 0] SEND_BYTES,
    output logic [31: 0] SENT_BYTES,
    input  logic [31: 0] DMA_BYTES,
    output logic [31: 0] SUM_DATA,
    output logic [31: 0] STATS,
    input  logic [ 7: 0] STAT_ADDR);
    logic [ 4: 0] count, n_count;
    logic [30: 0] data_reg, n_data_reg;
    logic [31: 0] sent_dma, n_sent_dma;
    logic         n_run, n_over;
    logic [31: 0] n_sent, n_sum;
    logic         dma_last;
    assign DATA_OUT = {dma_last, data_reg, DATA_IN[0]};
    assign DATA_WE  = RUN && DATA_RE && ~FIFO_FULL && (n_count == 5'd0);
    STATS_UNIT stat (
        .CLK      (CLK),
        .RST_X    (RST_X),
        .GO       (GO),
        .STOP     (STOP),
        .DATA_IN  (DATA_IN),
        .DATA_RE  (RUN & DATA_RE),
        .STAT_ADDR(STAT_ADDR),
        .STATS    (STATS));
    always_comb begin
        n_run      = RUN;
        n_over     = OVER;
        n_sent     = SENT_BYTES;
        n_sum      = SUM_DATA;
        n_count    = count;
        n_data_reg = data_reg;
        n_sent_dma = sent_dma;
        dma_last   = 1'b0;
        if (STOP) begin
            n_run      = 1'b0;
            n_over     = 1'b0;
            n_sent     = 0;
            n_sum      = 0;
            n_count    = 5'd0;
            n_data_reg = 31'h0;
            n_sent_dma = 0;
        end else if (GO) begin
            n_run      = 1'b1;
        end else if (RUN & DATA_RE) begin
            n_sum      = SUM_DATA + DATA_IN;
            n_count    = count + 1'b1;
            n_data_reg = DATA_OUT[30:0];
            if (n_count == 5'd0) begin
                if (FIFO_FULL) begin 
                    n_over     = 1'b1;
                end else begin
                    n_sent     = SENT_BYTES + 3'd4;
                    n_sent_dma = sent_dma + 3'd4;
                    n_run      = (n_sent < SEND_BYTES || SEND_BYTES == 0);
                    if (sent_dma + 3'd4 >= DMA_BYTES) begin
                        n_sent_dma = 0;
                        dma_last   = 1'b1;
                    end
                end
            end
        end
    end 
    always_ff @ (posedge CLK) begin
        if (~ RST_X) begin
            RUN        <= 1'b0;
            OVER       <= 1'b0;
            SENT_BYTES <= 0;
            SUM_DATA   <= 0;
            count      <= 5'd0;
            data_reg   <= 31'h0;
            sent_dma   <= 0;
        end else begin
            RUN        <= n_run;
            OVER       <= n_over;
            SENT_BYTES <= n_sent;
            SUM_DATA   <= n_sum;
            count      <= n_count;
            data_reg   <= n_data_reg;
            sent_dma   <= n_sent_dma;
        end
    end
endmodule
module STATS_UNIT (
    input  logic         CLK, RST_X,
    input  logic         GO,
    input  logic         STOP,
    input  logic [15: 0] DATA_IN,
    input  logic         DATA_RE,
    input  logic [ 7: 0] STAT_ADDR,
    output logic [31: 0] STATS);
    logic [255:0] ram_valid_array;
    logic         ram_valid_r, ram_valid_s;
    logic  [31:0] ram_data_array[0:255];
    logic   [7:0] ram_addr_r, ram_addr_w, d_ram_addr_w, ram_addr_s;
    logic  [31:0] ram_data_r, ram_data_w, d_ram_data_w, ram_data_s;
    logic         ram_we, d_ram_we;
    always_ff @ (posedge CLK) begin
        if (~ RST_X) begin
            ram_valid_array <= {256{1'b0}};
            ram_valid_r     <= 1'b0;
            ram_valid_s     <= 1'b0;
        end else begin
            if (GO) begin
                ram_valid_array <= {256{1'b0}};
            end else if (ram_we) begin
                ram_valid_array[ram_addr_w] <= 1'b1;
            end
            ram_valid_r     <= ram_valid_array[ram_addr_r];
            ram_valid_s     <= ram_valid_array[ram_addr_s];
        end
    end
    always_ff @ (posedge CLK) begin
        ram_data_r <= ram_data_array[ram_addr_r];
        ram_data_s <= ram_data_array[ram_addr_s];
        if (ram_we) begin
            ram_data_array[ram_addr_w] <= ram_data_w;
        end
    end
    assign ram_addr_r = DATA_IN[7:0];
    assign ram_addr_s = STAT_ADDR;
    assign ram_data_w = (((ram_valid_r) ? ram_data_r : 0) +
                         ((ram_addr_w == d_ram_addr_w && d_ram_we) ? 2'd2 : 1'b1));
    always_ff @ (posedge CLK) begin
        if (~ RST_X) begin
            ram_addr_w   <= 8'h00;
            d_ram_addr_w <= 8'h00;
            d_ram_data_w <= 0;
            ram_we       <= 1'b0;
            d_ram_we     <= 1'b0;
        end else begin
            ram_addr_w   <= ram_addr_r;
            d_ram_addr_w <= ram_addr_w;
            d_ram_data_w <= ram_data_w;
            ram_we       <= DATA_RE;
            d_ram_we     <= ram_we;
        end
    end
    logic  [31:0] runs_count;
    logic         last_lsb;
    always_ff @ (posedge CLK) begin
        if (~ RST_X) begin
            runs_count <= 0;
            last_lsb   <= 1'b0;
        end else if (GO) begin
            runs_count <= 0;
            last_lsb   <= 1'b0;
        end else if (DATA_RE && last_lsb != DATA_IN[0]) begin
            runs_count <= runs_count + 1'b1;
            last_lsb   <= DATA_IN[0];
        end
    end
    assign STATS = ((STAT_ADDR == 8'h00) ? runs_count :
                    (ram_valid_s) ? ram_data_s : 0);
endmodule
[design/flow/run.sh]
#!/bin/bash
# OpenROAD 26Q1-2900-gdf79404cd8, Yosys 0.63+post, stock flow scripts
make -C /OpenROAD-flow-scripts/flow DESIGN_CONFIG=/design/flow/config.mk WORK_HOME=/design/flow/orfs finish
==> results.py <==
# Flow results
metrics = {
    "run_status": {
        "run_status": "finished, final reports clean",
    },
    "timing": {
        "post-route-period-util": 0.449,
        "fin_skew_ns": 0.158,
        "timing_worst_slew_pin_value_ns": 1.29,
        "grt_setup_unrepaired": "no",
        "setup-violations-final": 0,
        "fin_tns_setup_ns": 0,
        "slew_viol_final": 0,
        "fmax_ghz": 0.0317,
        "slew-limit-headroom": 0.142,
        "final_count_of_hold_timing_violations": 0,
        "finalCriticalPeriod_ns": 31.58,
    },
    "worst_setup_path": {
        "cp_top_family": "buffers and inverters",
        "critPathMaxStageDelay_ns": 0.76,
        "cp.required_ns": 56.32,
        "path_common_cell": "buf_4",
        "worst_path_class_setup": "input pin to output port",
        "crit_chain": "buf_2, buf_4, nor2_4, nand2_1, buf_4, nor4b_4, buf_4, buf_4, nand2_1, o21ai_0, clkdlybuf4s50_1",
        "crit_path_top_delay_cell": "buf_4",
        "setup.worst_path.start_class": "input pin",
        "critical_path.n_buffers_inverters": 6,
        "setup_crit_end_kind": "output port",
        "arrival_ns": 17.50,
        "crit_path_max_fanout": 40,
    },
    "yosys": {
        "post_synth_fa_ha_maj_area_fraction": 0.00289,
        "ys_top_cells_by_area": "edfxtp_1 62%, mux4_2 27%, dfxtp_1 2.5%, nor2_1 0.74%, clkbuf_1 0.70%",
        "asr_flop_ratio_synth": 0,
        "synthesis.area_per_instance_um2": 20.6,
        "synthesis.instances": 19400,
        "yosys_most_used_dff": "edfxtp_1",
        "ys_types": 73,
        "share_of_the_synthesized_area_in_the_top_cell_type": 0.616,
        "synth.logic.top_family": "multiplexers",
        "yosysChipArea_um2": 399000,
        "yosys_stat_cell_total": 19400,
        "simple_gate_area_frac": 0.0198,
        "yosysSeqAreaShare": 0.642,
        "syn_area_um2": 399000,
        "count_of_warnings_emitted_by_yosys": 2,
        "synth-compound-area-share": 0.0334,
        "post_synth_mux_area_share": 0.278,
        "synth-edff-count": 8192,
        "xor_area_frac": 0.00417,
        "synthTopCellsByCount": "8,192 x edfxtp_1, 4,803 x mux4_2, 788 x nor2_1",
        "synth_top_cell_by_area": "edfxtp_1",
        "synth_flop_count": 8695,
        "most_common_cell": "edfxtp_1",
    },
    "detailed_routing": {
        "drt_first_iter_violations": 18000,
        "drt-pass1-iter-count": 8,
        "ant_nets": 0,
        "drc": 0,
        "wirelength_per_cell_um": 39.2,
        "routed_wirelength_um": 1540000,
        "post_drt_via_cell_ratio": 5.79,
        "route.vias.total": 227000,
    },
    "cells_and_area": {
        "reg.largest.list": "stat.ram_data_array x8192, stat.ram_valid_array x256",
        "syn_to_final_growth_pct": 15.1,
        "drive_gt1_frac": 0.376,
        "layout.cell_area.non_filler_um2": 459000,
        "reg_with_most_ffs": "stat.ram_data_array",
        "largest_reg_flops": 8192,
    },
    "clock_network": {
        "sinks_on_clock_net": 8695,
        "post_cts_buffers": 0,
        "clockRootBuffer": "clkbuf_16",
        "cts.htree.levels": 6,
        "clock_tree_from_tritoncts": "done",
        "cts_inserted_buffers": 882,
        "clk_latency_ns": 1.36,
        "cts_hold_repair.buffers": 0,
        "cts_max_path_buffers": 5,
        "cts_repair_resize_count": 0,
        "clk_pin_slew_ns": 0.06,
    },
    "global_routing": {
        "grt_start_max_net_pins": 129,
        "grt_first_pass_wirelength_um": 2070000,
        "track_usage": 0.245,
        "grt_antenna_before_repair": 172,
        "grt_pass1_vias": 248000,
        "global_route.overflow_total": 0,
    },
    "power": {
        "p_int_w": 0.00862,
        "p_sw_w": 0.00274,
        "power_frac_seq": 0.497,
        "cellLeakagePower_nw": 142,
        "power_frac_comb": 0.088,
        "power_per_cell_area_nw_per_um2": 24.7,
        "switching_share": 0.241,
        "peakVddDrop_mv": 0.0252,
        "clock_power_share": 0.415,
    },
    "floorplanning": {
        "floorplan.die.width_um": 1160,
        "core.rowCount": 423,
        "design.die.area_um2": 1330000,
        "core-area_um2": 1330000,
        "design.portCount": 226,
        "floorplanUtilization": 0.301,
        "die_h_um": 1160,
    },
    "flow_run": {
        "max_cap_violations": 0,
        "log_warnings": 63,
    },
    "placed_design": {
        "detailedPlacementHpwl_um": 1000000,
        "place.port_buffers": 223,
        "placed_area_um2": 430000,
        "finalWeightedCongestion": 1.02,
    },
    "worst_hold_path": {
        "min_path_type": "flop to flop",
    },
}
-- tightest hold or removal path: cells and delay by family, from the launching register on --
| family | cells | cell delay (ns) |
|---|---|---|
| compound gates | 1 | 0.06 |
| simple gates | 1 | 0.05 |
| flops | 1 | 0.31 |
-- layout make-up --
| cell class | count | area [um2] |
|---|---|---|
| sequential | 8695 | 256000 |
| fill | 121000 | 867000 |
| tap | 17600 | 22100 |
| antenna | 521 | 1300 |
| inverter | 90 | 348 |
| clock inverter | 517 | 5040 |
| clock buffer | 1108 | 23400 |
| timing repair buffer | 1665 | 13500 |
| multi-input combinational | 9027 | 138000 |
-- stage by stage --
stage	setup WS, ns	std cells	util	total power [W]	hold WS [ns]
2_1_floorplan	40.59	19400	-	0.00630	0.416
3_3_place_gp	39.05	37100	0.324	0.00672	0.445
5_1_grt	38.81	39200	0.346	0.0116	0.487
3_5_place_dp	39.09	37100	0.324	0.00672	0.456
6_report	38.82	39300	0.346	0.0114	0.462
4_1_cts	39.06	38700	0.345	0.0114	0.464
-- logic make-up (layout without fill, tap and decap cells) --
group / count (synthesis) / after routing
compound gates: 1945 / 1945
xor+xnor: 190 / 190
fa+ha+maj: 91 / 91
buf+inv: 1678 / 3380
flops: 8695 / 8695
mux: 5067 / 5067
other cells: 1 / 523
simple gates: 1732 / 1732
-- layout by cell type, fill, tap and decap left out, types with 234 or more instances in the layout --
cell type,count
edfxtp_1,8192
mux4_2,4803
buf_4,1414
clkbuf_16,894
nor2_1,527
diode_2,521
dfxtp_1,501
a21oi_1,468
o22ai_1,326
nand2_1,325
a22oi_1,300
nor2_4,258
mux2i_1,251
a22o_1,244
a221oi_1,234
-- layer usage --
metal | routed length [um] | vias up | global-route usage
met3 | 350000 | 3730 | 0.249
met5 | 16700 | - | 0.113
met4 | 127000 | 289 | 0.156
li1 | - | 87600 | -
met2 | 650000 | 19900 | 0.324
met1 | 395000 | 116000 | 0.214
-- worst paths after layout --
path	cells past startpoint	slack, ns	end	startpoint
worst max-delay path	11	38.82	STATS[19]	STAT_ADDR[7]
worst min register to register	2	0.46	data_reg[30]	data_reg[30]
worst min-delay path	2	0.46	data_reg[30]	data_reg[30]
worst max register to register	14	64.27	stat.ram_data_array[43][28]	stat.ram_addr_w[3]
-- power by group through the flow --
stage,logic [W],clock network [W],registers [W]
after CTS,0.000968,0.00476,0.00565
after global routing,0.00102,0.00493,0.00565
final,0.00100,0.00471,0.00565
Power and IR drop assume default switching activity.

$ cat run.sh
#!/bin/bash
# OpenROAD 26Q1-2900-gdf79404cd8, Yosys 0.63+post, stock flow scripts
make -C /OpenROAD-flow-scripts/flow DESIGN_CONFIG=/design/flow/config.mk WORK_HOME=/design/flow/orfs finish
$ cat config.mk
export PLATFORM = sky130hd
export DESIGN_NAME = rng_fifo
export DESIGN_NICKNAME = rng_fifo
export VERILOG_FILES = /design/flow/design.v
export SDC_FILE = /design/flow/constraint.sdc
export NUM_CORES = 4
export LEC_CHECK = 1
export CORE_UTILIZATION = 50
export SYNTH_MEMORY_MAX_BITS = 65536
$ cat constraint.sdc
current_design rng_fifo

set clk_period 9733.9
set clk_io_pct 0.2

create_clock -name clk0 -period $clk_period [get_ports {CLK}]

set non_clock_inputs [all_inputs -no_clocks]
set_input_delay [expr $clk_period * $clk_io_pct] -clock clk0 $non_clock_inputs
set_output_delay [expr $clk_period * $clk_io_pct] -clock clk0 [all_outputs]
$ cat design.v
module fifo #(
    parameter WIDTH = 8,
    parameter SIZE  = 2048)
    (
    input  logic             CLK, RST,
    input  logic [WIDTH-1:0] DATA_W,
    output logic [WIDTH-1:0] DATA_R,
    input  logic             WE, RE,
    output logic             EMPTY, FULL,
    input  logic             SOFT_RST);
    localparam LOG_SIZE = $clog2(SIZE);
    logic    [WIDTH-1:0] fifo_ram [0:SIZE-1];
    logic    [WIDTH-1:0] ram_out, d_data_w;
    logic                ram_select;
    logic                write_valid, read_valid;
    logic [LOG_SIZE-1:0] head, n_head, tail, n_tail;
    logic                n_empty, near_empty, n_near_empty;
    logic                n_full , near_full , n_near_full;
    assign DATA_R     = (ram_select) ? ram_out : d_data_w;
    always_ff @ (posedge CLK) begin
        if (write_valid) begin
            ram_select <= (n_head != tail);
            d_data_w   <= DATA_W;
        end else begin
            ram_select <= 1'b1;
        end
    end
    always_ff @ (posedge CLK) begin  
        ram_out <= fifo_ram[n_head];
        if (write_valid) begin
            fifo_ram[tail] <= DATA_W;
        end
    end
    assign read_valid   = RE & ~EMPTY;
    assign write_valid  = WE & ~FULL;
    assign n_head       = (read_valid)  ? head + 1'b1 : head;
    assign n_tail       = (write_valid) ? tail + 1'b1 : tail;
    assign n_empty      = ~ write_valid & (EMPTY | (read_valid & near_empty));
    assign n_full       = ~ read_valid  & (FULL  | (write_valid & near_full));
    assign n_near_empty = (n_head + 1'b1 == n_tail);
    assign n_near_full  = (n_head == n_tail + 1'b1);
    always_ff @ (posedge CLK) begin
        if (RST) begin
            head       <= 0;
            tail       <= 0;
            EMPTY      <= 1'b1;
            FULL       <= 1'b0;
            near_empty <= 1'b0;
            near_full  <= 1'b0;
        end else if (SOFT_RST) begin
            head       <= 0;
            tail       <= 0;
            EMPTY      <= 1'b1;
            FULL       <= 1'b0;
            near_empty <= 1'b0;
            near_full  <= 1'b0;
        end else begin
            head       <= n_head;
            tail       <= n_tail;
            EMPTY      <= n_empty;
            FULL       <= n_full;
            near_empty <= n_near_empty;
            near_full  <= n_near_full;
        end
    end
endmodule
module rng_fifo (
    input  logic         CLK, RST,
    input  logic [31: 0] DATA_W,
    output logic [ 7: 0] DATA_R,
    input  logic         WE, RE,
    output logic         EMPTY, FULL,
    input  logic         SOFT_RST);
    logic [31: 0] fifo_data_w, fifo_data_r;
    logic         fifo_we, fifo_re;
    logic         fifo_empty, fifo_full;
    logic [ 1: 0] cnt_byte, n_cnt_byte;
    fifo # (
        .WIDTH(32),
        .SIZE (512))
    fifo_inst (
        .CLK     (CLK),
        .RST     (RST),
        .DATA_W  (fifo_data_w),
        .DATA_R  (fifo_data_r),
        .WE      (fifo_we),
        .RE      (fifo_re),
        .EMPTY   (fifo_empty),
        .FULL    (fifo_full),
        .SOFT_RST(SOFT_RST));
    assign fifo_data_w = DATA_W;
    assign DATA_R      = (cnt_byte == 2'd0) ? fifo_data_r[31:24] :
                         (cnt_byte == 2'd1) ? fifo_data_r[23:16] :
                         (cnt_byte == 2'd2) ? fifo_data_r[15: 8] : fifo_data_r[ 7: 0];
    assign fifo_we     = WE;
    assign fifo_re     = RE && cnt_byte == 2'd3;
    assign EMPTY       = fifo_empty;
    assign FULL        = fifo_full;
    assign n_cnt_byte  = (SOFT_RST) ? 2'd0 :
                         (RE & ~EMPTY) ? cnt_byte + 1'd1 : cnt_byte;
    always_ff @ (posedge CLK) begin
        if (RST) begin
            cnt_byte <= 2'd0;
        end else begin
            cnt_byte <= n_cnt_byte;
        end
    end
endmodule
==> flow_summary.json <==
{
  "storage_cell_area_um2": 494000,
  "grt_start_max_net_pins": 142,
  "syn_to_final_growth_pct": 13.5,
  "post_synth_edffs": 16400,
  "fill_cells": 90900,
  "whs_ns": 0.569,
  "hpwlAfterDp_um": 1200000,
  "avgSynthCellArea_um2": 18.0,
  "drt_drc_violations_left": 0,
  "leakage_power_nw": 228,
  "crit_type": "input pin to flop",
  "avgRoutedWirePerCell_um": 37.1,
  "setup.worst_path.end_class": "flop",
  "finalHoldViolations": 0,
  "yosys.area.top_type": "edfxtp_1",
  "design_power_total_w": 0.000143,
  "gpl.final_weighted_congestion": 0.961,
  "insertion_delay_of_the_later_clocked_pin_in_the_worst_skew_pair_ns": 1.40,
  "critical_path.most_common_cell": "buf_4",
  "timing.critical_path.fanout_max": 34,
  "synth.yosys.num_cells": 35100,
  "postSynthRegisterBits": 16500,
  "port_buffers": 46,
  "max-slew-margin-rel": -0.170,
  "tritoncts": "done",
  "fp-utilization": 0.501,
  "hp-class": "flop to flop",
  "numCtsBuffers": 1718,
  "timing.critical_path.from_type": "input pin",
  "tns_ns": 0,
  "vias": 348000,
  "violated_checks": "max-capacitance violations, max-slew violations",
  "postCtsSetupBuffers": 0,
  "synth_area_um2": 633000,
  "crit_arrival_ns": 1956.69,
  "grt_pass1_vias": 373000,
  "cp_data_required_time_ns": 9735.11,
  "fin_crit_sh": 0.201,
  "cts_max_path_buffers": 6,
  "syn_inst": 35100,
  "post-synth-top-area-fraction": 0.778,
  "antenna_violating_nets_post_route": 0,
  "worst_ir_drop_vdd_v": 0.000000183,
  "cts_max_level": 7,
  "preCtsSetupSlack_ns": 7776.89,
  "clock_period_minus_worst_slack_ns": 1955.48,
  "fraction_of_layout_instances_using_a_drive_strength_above_1": 0.198,
  "clock_skew_ns": 0.130,
  "critPathBufInv": 11,
  "timing.critical_path.cells": "clkdlybuf4s50_1, and3b_4, xnor2_4, buf_4, buf_4, buf_4, buf_4, buf_4, buf_4, buf_4, buf_4, buf_4, mux4_2, a22oi_1, a21oi_1, a21oi_1, a31oi_1, buf_4, o31ai_1, nand4_1",
  "max_freq_mhz": 0.511,
  "maxCapViolCount": 3,
  "num_io_pins": 47,
  "synth.distinct_cells": 85,
  "cts_hold_buf": 0,
  "post_cts_resized": 0,
  "die-height_um": 1130,
  "drt_wl_total_um": 2040000,
  "final-setup-viol-count": 0,
  "synth-seq-area-share": 0.780,
  "post-route-worst-setup-slack_ns": 7778.42,
  "grt_antenna_before_repair": 149,
  "cts_num_sinks": 16500,
  "chip_area_um2": 1270000,
  "fraction_of_registers_with_async_set_or_reset_after_synthesis": 0,
  "globalRouteOverflowTotal": 0,
  "floorplan.rows": 413,
  "synth.most_common_cell": "edfxtp_1",
  "postSynth.topFlopCell": "edfxtp_1",
  "avgViaCountPerCell": 6.33,
  "yosys-top-cells-count": "16400 x edfxtp_1, 5635 x nand2_1, 2500 x nand3_1",
  "crit_path_max_incr_delay_ns": 0.77,
  "timing.critical_path.slowest_stage_cell": "buf_4",
  "cell_chosen_for_the_clock_root": "clkbuf_16",
  "firstDrtPassIters": 8,
  "rsz0062_at_grt": "false",
  "cellPowerDensity_nw_per_um2": 0.199,
  "ys.warnings.count": 2,
  "clk_pin_slew_ns": 0.06,
  "first_iter_violations": 26800,
  "grt_first_pass_wirelength_um": 2830000,
  "run_status": "finished, violations left",
  "warning_count": 88,
  "total_global_route_track_usage": 0.363,
  "final-comb-area_um2": 134000,
  "critical_path.top_delay_family": "buffers and inverters",
  "floorplan.core_area_um2": 1260000,
  "ys_area_um2": 633000,
  "slew_violations": 7,
  "transition_at_the_pin_with_the_smallest_max_transition_slack_ns": 1.75,
  "yosys-top-cells-area": "edfxtp_1 78%, mux4_2 8.8%, nand2_1 3.3%",
  "die_w_um": 1130
}
state kept, by name, indices dropped and copies added (netlist names), 2 cells and up:
| name | count |
|---|---|
| fifo_inst.tail | 9 |
| fifo_inst.head | 9 |
| fifo_inst.d_data_w | 32 |
| fifo_inst.fifo_ram | 16384 |
| cnt_byte | 2 |
| fifo_inst.ram_out | 32 |
cell usage in the layout, fill, tap and decap left out, drive strengths merged, types with 34 or more instances in the layout:
cell type and instances:
or3 46, nand4 165, o221ai 41, o21ai 150, and3 335, clkinv 792, a211oi 51, clkbuf 2069
a311oi 173, a22oi 844, inv 37, diode 234, nand3 2500, a21oi 1151, nor4 104, o211ai 42
a32o 38, mux4 2481, clkinvlp 34, nor2 676, bufinv 151, nor3 137, a221oi 188, buf 1936
a32oi 160, a31oi 399, o22ai 35, nand2 5635, o2111ai 62, mux2i 616, o311ai 34, dfxtp 57
edfxtp 16400
power breakdown:
| part | total, W | internal [W] | switching, W |
|---|---|---|---|
| Clock | 0.0000632 | 0.0000365 | 0.0000267 |
| Combinational | 0.00000178 | 0.000000180 | 0.00000155 |
| Sequential | 0.0000782 | 0.0000780 | 0.0000000120 |
| Total | 0.000143 | 0.000115 | 0.0000282 |
stage by stage:
stage               cells  utilization  cell area [um2]
CTS                 54700        0.568           718000
floorplan           35100            -           633000
detailed placement  51700        0.526           665000
global route        54900        0.569           718000
global placement    51700        0.526           664000
finish              55000        0.569           719000
area by class of cell:
type / count / area share
Sequential cell: 16500 / 0.688
Multi-Input combinational cell: 16400 / 0.186
Clock buffer: 2068 / 0.0623
Tap cell: 16800 / 0.0293
Timing Repair Buffer: 1951 / 0.0217
Clock inverter: 1001 / 0.0120
Antenna cell: 234 / 0.000815
Inverter: 13 / 0.0000888
cell families (layout without fill, tap and decap cells):
kind of cell | after synthesis | count (layout) | synth area share
xor gates and xnor gates | 44 | 44 | 0.000638
muxes | 3101 | 3101 | 0.0980
AOI/OAI and AO/OA | 3530 | 3530 | 0.0375
other | 0 | 234 | 0
buffers and inverters | 2233 | 5033 | 0.0171
DFF | 16500 | 16500 | 0.780
adders and majority gates | 11 | 11 | 0.000217
and+or+nand+nor | 9735 | 9735 | 0.0663
worst reg2reg max path, stage by stage, from the launching register on:
cell and delay (ns):
dfxtp_1 0.35, ha_1 0.32, and3b_4 0.28, xnor2_4 0.67, buf_4 0.78, buf_4 0.61
buf_4 0.57, buf_4 0.55, buf_4 0.60, buf_4 0.69, buf_4 0.62, buf_4 0.68
buf_4 0.53, mux4_2 0.57, a22oi_1 0.19, a21oi_1 0.11, a21oi_1 0.63, a31oi_1 0.61
buf_4 0.35, o31ai_1 0.07, nand4_1 0.12
layer usage:
metal	vias up	routed length [um]	global-route usage	share of wire
li1	144000	-	-	-
met3	4539	457000	0.346	0.22
met4	282	126000	0.165	0.062
met2	28200	885000	0.470	0.43
met1	171000	560000	0.403	0.27
met5	-	14300	0.0959	0.0070
path summary, 6_finish.rpt:
check / endpoint / startpoint / slack, ns / cells past startpoint
max: fifo_inst.ram_out[4] / RE / 7778.42 / 20
min: fifo_inst.EMPTY / fifo_inst.near_empty / 0.57 / 2
max reg2reg: fifo_inst.ram_out[4] / cnt_byte[0] / 9723.81 / 20
min reg2reg: fifo_inst.EMPTY / fifo_inst.near_empty / 0.57 / 2
Power figures rest on the tool's default switching activity, not on a simulated workload.
